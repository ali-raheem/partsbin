===== design/flow/design.v =====
module UART_TX(clk, rst, data, data_ready, data_sent, tx);
   parameter BITS = 8;
   parameter STOPBITS = 1;
   parameter PARITY = 0;
   localparam BITLEN = 16;
   localparam STATE_WAIT = 1;
   localparam STATE_START = 2;
   localparam STATE_SEND = 4;
   localparam STATE_PARITY = 8;
   localparam STATE_STOP = 16;
   localparam NUM_STATES = 5;
   input 	      clk;
   input [BITS - 1:0] data;
   input 	      data_ready;
   input 	      rst;
   output reg 	      data_sent; 	      
   output reg	      tx;
   reg [BITS - 1:0]   send_data;
   reg [NUM_STATES - 1:0] STATE;
   reg [$clog2(BITS + 1) - 1:0]        bits_sent;   
   reg [$clog2(BITLEN * STOPBITS + 1) - 1:0] 	  counter;
   always @ (posedge clk) begin
      if (rst) begin
	 STATE <= STATE_WAIT;
	 bits_sent <= 0;
	 send_data <= 0;
	 counter <= 0;
	 data_sent <= 0;
      end
      else begin
	 case (STATE)
	   STATE_WAIT: begin
	     if (data_ready) begin
		STATE <= STATE_START;
		data_sent <= 0;
		send_data <= data;
		counter <= 0;
	     end
	   end
	   STATE_START: begin
	      tx <= 0;
	      counter <= counter + 1;
	      if (counter == BITLEN - 1) begin
		 counter <= 0;
		 STATE <= STATE_SEND;
		 bits_sent <= 0;
	      end
	   end
	   STATE_SEND: begin
	      counter <= counter + 1;
	      tx <= send_data[bits_sent];
	      if (counter == BITLEN - 1) begin
		 counter <= 0;
		 bits_sent <= bits_sent + 1;
		 if (bits_sent == BITS - 1) begin
		    bits_sent <= 0;
		    STATE <= (PARITY == 0) ? STATE_STOP : STATE_PARITY;
		 end
	      end
	   end  
	   STATE_PARITY: begin
	      counter <= counter + 1;
	      tx <= (PARITY == 1)? ~^send_data : ^send_data;
	      if (counter == BITLEN - 1) begin
		 counter <= 0;
		 STATE <= STATE_STOP;
	      end
	   end
	   STATE_STOP: begin
	      counter <= counter + 1;
	      tx <= 1;
	      if (counter == (BITLEN - 1) * STOPBITS) begin
		 STATE <= STATE_WAIT;
		 tx <= 1'bZ;
		 data_sent <= 1;
	      end
	   end
	 endcase  
      end  
   end  
endmodule  

===== design/flow/run.sh =====
#!/bin/bash
# OpenROAD 26Q1-2900-gdf79404cd8, Yosys 0.63+post, stock flow scripts
make -C /OpenROAD-flow-scripts/flow DESIGN_CONFIG=/design/flow/config.mk WORK_HOME=/design/flow/orfs finish

===== design/flow/config.mk =====
export PLATFORM = sky130hd
export DESIGN_NAME = UART_TX
export DESIGN_NICKNAME = UART_TX
export VERILOG_FILES = /design/flow/design.v
export SDC_FILE = /design/flow/constraint.sdc
export NUM_CORES = 4
export LEC_CHECK = 1
export CORE_AREA = 10 10 93 93
export DIE_AREA = 0 0 103 103

===== design/flow/constraint.sdc =====
current_design UART_TX

set clk_period 2.9
set clk_io_pct 0.2

create_clock -name clk0 -period $clk_period [get_ports {clk}]

set non_clock_inputs [all_inputs -no_clocks]
set_input_delay [expr $clk_period * $clk_io_pct] -clock clk0 $non_clock_inputs
set_output_delay [expr $clk_period * $clk_io_pct] -clock clk0 [all_outputs]

==> impl_metrics.json <==
{
  "area_leaders": "dfxtp_1 (39%), a21oi_1 (7.5%), nand2_1 (7.2%), ha_1 (4.4%), o21ai_0 (3.5%)",
  "worstHoldPathType": "flop to flop",
  "io_buffer_count": 12,
  "clk_path_buf_depth": 2,
  "fp-row-count": 30,
  "skew_ns": 0.00135,
  "yosysTopAreaCellShare_pct": 38.6,
  "syn_to_final_growth_pct": 19.1,
  "post-route-util_pct": 20.1,
  "cts.repair.resized": 0,
  "drc_errors": 0,
  "synthTopCellsByCount": "dfxtp_1 (22), nand2_1 (22), a21oi_1 (17)",
  "synth_flop_count": 23,
  "netlist_instances": 133,
  "path_clk_slew_ns": 0.08,
  "synth-edff-count": 1,
  "holdBufCountCts": 0,
  "grt_pass1_vias": 943,
  "die_width_um": 103,
  "cts_tree": "done",
  "cp_num_buf_inv": 0,
  "n_antenna_cell": 0,
  "track_usage_pct": 4.80,
  "slowest_stage": "or4b_1",
  "status": "finished clean",
  "grt_setup_unrepaired": "no",
  "die_height_um": 103,
  "maxSlewHeadroom_pct": 45.3,
  "drive_gt1_share_pct": 5.67,
  "fp.coreArea_mm2": 0.00676,
  "dr.pass1.iters": 4,
  "finalPower_uw": 589,
  "max-cap-violations": 0,
  "flop_cell": "dfxtp_1",
  "clock_sinks": 23,
  "num_vias": 972,
  "period_minus_slack_ns": 2.05,
  "yosysWarnings": 2,
  "syn_area_mm2": 0.00114,
  "setup-tns-final_ns": 0,
  "synth-area-yosys_mm2": 0.00114,
  "slew_viol_final": 0,
  "leakagePower_nw": 0.452,
  "period_used_pct": 70.6,
  "ios": 13,
  "insertion_delay_ns": 0.26,
  "endpoint_kind": "flop",
  "worstPathArrival_ns": 2.23,
  "grt_pass1_wl_um": 4310,
  "cts_htree_levels": 1,
  "placed_area_mm2": 0.00131,
  "ys_cells": 133,
  "critPathKind": "flop to flop",
  "path_cells": "ha_1, and3_1, ha_1, nand2_1, or4b_1, a31oi_1",
  "post_drt_wl_per_cell_um": 10.9,
  "powerDensity_mw_per_mm2": 433,
  "tool_warnings": 26,
  "ys_async_sr_fraction_pct": 0,
  "synthDistinctLibCells": 37,
  "setup_viol": 0,
  "root_buffer": "clkbuf_8",
  "hold_viol_final": 0,
  "timing.hold.ws_ns": 0.457,
  "crit_fanout": 12,
  "ys_seq_share_pct": 41.2,
  "drt-total-wl_um": 2400,
  "cts_setup_buffers": 0,
  "design_area_mm2": 0.00136,
  "numCtsBuffers": 3,
  "place.gp.congestion": 0.794,
  "drtIter0Drc": 27,
  "peakVddDrop_mv": 0.217,
  "cp_top_family": "simple AND/OR/NAND/NOR gates",
  "required_ns": 3.08,
  "antenna_left": 0,
  "grt_start_max_net_pins": 24,
  "crit_path_frequent_cell": "ha_1",
  "fmax_mhz": 488,
  "worst_pin_slew_ns": 0.817,
  "avgSynthCellArea_um2": 8.58,
  "avgViaCountPerCell": 4.40,
  "antenna_found_initial": 0,
  "yosys.area.top_type": "dfxtp_1",
  "fp-utilization_pct": 16.9,
  "startpoint_type": "flop",
  "dp_hpwl_um": 1650,
  "slowest_delay_ns": 0.52,
  "grt_overflow_total": 0,
  "chipArea_mm2": 0.0106
}
==> flip-flops by register name, summed over array words and instances (netlist names) <==
signal,flops
send_data,8
counter,5
STATE,4
bits_sent,4
data_sent,1
tx,1
==> where the power goes <==
group | switching (mW) | leakage (nW) | internal [mW]
Combinational | 0.0287 | 0.238 | 0.0267
Clock | 0.101 | 0.0255 | 0.0957
Sequential | 0.00845 | 0.189 | 0.329
==> per-layer routing <==
layer	wire [um]	GRT usage [%]	vias up
met5	0	0	-
li1	-	-	496
met3	119	0.948	5
met1	1190	6.82	450
met2	1050	7.31	21
met4	47	1.18	0
==> final cells by class <==
cell class / count / area [um^2]
sequential: 23 / 470
inverter: 3 / 11.3
fill: 755 / 5400
multi-input combinational: 99 / 611
tap: 80 / 100
clock inverter: 1 / 5.00
clock buffer: 3 / 41.3
timing repair buffer: 12 / 120
==> metrics by stage <==
stage	cells	setup WS (ns)
after floorplan	133	1.25
after global placement	217	0.891
after detailed placement	217	0.884
after CTS	221	0.865
after global routing	221	0.667
final	221	0.852
==> layout by cell type, fill, tap and decap left out, drive strengths merged, types with 4 or more instances in the layout <==
master,netlist,final
dfxtp,22,22
nor2b,5,5
nor2,5,5
clkdlybuf4s50,0,12
o21ai,8,8
ha,4,4
nand2,22,22
o2111ai,4,4
a21oi,17,17
==> cells by family after synthesis <==
kind of cell,after synthesis,share of synthesized area (%)
and+or+nand+nor,53,24.2
muxes,3,3.73
buffers and inverters,11,5.26
adders and majority gates,4,4.39
AOI/OAI and AO/OA,39,21.2
DFF,23,41.2
==> path summary, 6_finish.rpt <==
| check | startpoint | endpoint | depth (start not counted) | slack (ns) |
|---|---|---|---|---|
| setup / recovery | counter[0]$_SDFFE_PP0P_ | bits_sent[3]$_SDFFE_PP0P_ | 6 | 0.85 |
| hold / removal | send_data[3]$_SDFFE_PP0P_ | send_data[3]$_SDFFE_PP0P_ | 2 | 0.46 |
| setup reg to reg | counter[0]$_SDFFE_PP0P_ | bits_sent[3]$_SDFFE_PP0P_ | 6 | 0.85 |
| hold reg to reg | send_data[3]$_SDFFE_PP0P_ | send_data[3]$_SDFFE_PP0P_ | 2 | 0.46 |
==> worst register-to-register path: cells and delay by family, from the launching register on <==
| family | cells | cell delay [ns] |
|---|---|---|
| and+or+nand+nor | 3 | 0.85 |
| adders and majority gates | 2 | 0.59 |
| DFF | 1 | 0.39 |
| AOI/OAI and AO/OA | 1 | 0.13 |
Power figures rest on the tool's default switching activity, not on a simulated workload.
