==> /design/flow/design.v <==
module SPI_LOOPBACK_TOP #(
	parameter BITS = 8
) (
	input clk,
	input rst,
	input start,
	input slave_latch,
	input [BITS - 1:0] master_data_in,
	input [BITS - 1:0] slave_data_in,
	output [BITS - 1:0] master_data_out,
	output [BITS - 1:0] slave_data_out,
	output done,
	output sclk,
	output mosi,
	output ss_n,
	output miso
);
	SPI_MASTER #(.BITS(BITS)) master (
		.clk(clk),
		.rst(rst),
		.sclk(sclk),
		.mosi(mosi),
		.ss_n(ss_n),
		.miso(miso),
		.data_sent(done),
		.data_ready(start),
		.data_in(master_data_in),
		.data_out(master_data_out)
	);
	wire miso_oe;
	SPI_SLAVE #(.BITS(BITS)) slave (
		.rst(rst),
		.ss_n(ss_n),
		.sclk(sclk),
		.mosi(mosi),
		.miso(miso),
		.miso_oe(miso_oe),
		.inData(slave_data_in),
		.latch(slave_latch),
		.outData(slave_data_out)
	);
endmodule  
module SPI_MASTER #(
	parameter BITS = 8
) (
	input clk,
	input rst,
	output reg sclk,
	output reg mosi,
	output reg ss_n,
	input miso,
	output reg data_sent,
	input data_ready,
	input [BITS - 1:0] data_in,
	output reg [BITS - 1:0] data_out
);
	localparam NUM_STATES = 3;
	localparam STATE_WAIT = 1;
	localparam STATE_XFER = 2;
	localparam STATE_DONE = 4;
	reg [NUM_STATES - 1:0] STATE;
	reg [$clog2(BITS + 1) - 1:0] bits_done;
	reg [BITS - 1:0] tx_shift;
	reg [BITS - 1:0] rx_shift;
	always @ (posedge clk) begin
		if (rst) begin
			STATE <= STATE_WAIT;
			sclk <= 0;
			mosi <= 0;
			ss_n <= 1;
			data_sent <= 0;
			bits_done <= 0;
			tx_shift <= 0;
			rx_shift <= 0;
			data_out <= 0;
		end
		else begin
			case (STATE)
				STATE_WAIT: begin
					sclk <= 0;
					ss_n <= 1;
					mosi <= 0;
					data_sent <= 0;
					bits_done <= 0;
					if (data_ready) begin
						ss_n <= 0;
						tx_shift <= data_in;
						rx_shift <= 0;
						mosi <= data_in[BITS - 1];
						STATE <= STATE_XFER;
					end
				end
				STATE_XFER: begin
					sclk <= ~sclk;
					if (!sclk) begin
						rx_shift <= {rx_shift[BITS - 2:0], miso};
						if (bits_done == BITS - 1) begin
							STATE <= STATE_DONE;
							data_out <= {rx_shift[BITS - 2:0], miso};
						end
						bits_done <= bits_done + 1;
					end
					else begin
						tx_shift <= {tx_shift[BITS - 2:0], 1'b0};
						mosi <= (BITS > 1) ? tx_shift[BITS - 2] : 1'b0;
					end
				end
				STATE_DONE: begin
					sclk <= 0;
					ss_n <= 1;
					mosi <= 0;
					data_sent <= 1;
					if (!data_ready)
						STATE <= STATE_WAIT;
				end
			endcase
		end
	end
endmodule  
module SPI_SLAVE #(
	parameter BITS = 8
) (
	input rst,
	input ss_n,
	input sclk,
	input mosi,
	output miso,
	output miso_oe,
	input [BITS - 1:0] inData,
	input latch,
	output reg [BITS - 1:0] outData
);
	reg [BITS - 1:0] tx_latched;
	reg [BITS - 1:0] tx_shift;
	reg [BITS - 1:0] rx_shift;
	reg [$clog2(BITS + 1) - 1:0] bit_count;
	wire arst_n;
	assign arst_n = ss_n & ~rst;
	always @ (posedge latch or posedge rst) begin
		if (rst)
			tx_latched <= 0;
		else
			tx_latched <= inData;
	end
	always @ (negedge sclk or negedge arst_n) begin
		if (!arst_n) begin
			bit_count <= 0;
			tx_shift <= 0;
		end
		else begin
			if (bit_count == 0) begin
				tx_shift <= {tx_latched[BITS - 2:0], 1'b0};
				bit_count <= 1;
			end
			else begin
				tx_shift <= {tx_shift[BITS - 2:0], 1'b0};
				if (bit_count != BITS)
					bit_count <= bit_count + 1;
			end
		end
	end
	always @ (posedge sclk or negedge arst_n) begin
		if (!arst_n)
			rx_shift <= 0;
		else
			rx_shift <= {rx_shift[BITS - 2:0], mosi};
	end
	always @ (posedge ss_n or posedge rst) begin
		if (rst)
			outData <= 0;
		else
			outData <= rx_shift;
	end
	assign miso = (bit_count == 0) ? tx_latched[BITS - 1] : tx_shift[BITS - 1];
	assign miso_oe = ~ss_n;
endmodule  
==> /design/flow/run.sh <==
#!/bin/bash
# OpenROAD 26Q1-2900-gdf79404cd8, Yosys 0.63+post, stock flow scripts
make -C /OpenROAD-flow-scripts/flow DESIGN_CONFIG=/design/flow/config.mk WORK_HOME=/design/flow/orfs finish
==> /design/flow/constraint.sdc <==
current_design SPI_LOOPBACK_TOP

set clk_period 2.4
set clk_io_pct 0.2

create_clock -name clk0 -period $clk_period [get_ports {clk}]
create_clock -name clk1 -period $clk_period [get_ports {slave_latch}]

set non_clock_inputs [all_inputs -no_clocks]
set_input_delay [expr $clk_period * $clk_io_pct] -clock clk0 $non_clock_inputs
set_output_delay [expr $clk_period * $clk_io_pct] -clock clk0 [all_outputs]
==> /design/flow/config.mk <==
export PLATFORM = sky130hd
export DESIGN_NAME = SPI_LOOPBACK_TOP
export DESIGN_NICKNAME = SPI_LOOPBACK_TOP
export VERILOG_FILES = /design/flow/design.v
export SDC_FILE = /design/flow/constraint.sdc
export NUM_CORES = 4
export LEC_CHECK = 1
export CORE_UTILIZATION = 40
==> impl_report.txt <==
IMPLEMENTATION SUMMARY REPORT
----------------------------------------------------
[Run status]
  Status ........................ finished, final reports clean

[Detailed routing]
  First-pass iteration count of the detailed router ........................ 4
  Antenna fix cells ........................ 0
  Via count ........................ 1559
  Count of unresolved DRC violations after routing ........................ 0
  Antenna-violating nets left ........................ 0
  Drt via density ........................ 4.87
  First DRT Iteration DRCs ........................ 54
  Wire per inst ........................ 12.7 um
  Wire length after detailed routing ........................ 4070 um

[Cells and area]
  Ratio of cells with drive above 1 in the final layout ........................ 13.9%
  Number of non-filler instances in the completed layout ........................ 320
  Multi-input logic area ........................ 841 um2
  Combined flip-flop and latch cell area ........................ 0.00154 mm2
  Fill count ........................ 528
  Layout overhead on the synthesized area ........................ 25.7%

[Die]
  Number of top-level pins ........................ 41
  Die Height ........................ 80.2 um
  Chip area ........................ 0.00643 mm2
  Row count ........................ 28
  Die boundary width ........................ 80.2 um
  Core region area ........................ 0.00592 mm2
  Initial Util ........................ 41.3%

[Global route]
  Global routing usage summed across all routing layers ........................ 14.4%
  Via count of the first global-routing pass ........................ 1486
  Global-route wire length before repair ........................ 6960 um
  Maximum number of pins on one net before global-route repair ........................ 20
  Initial antenna violation count ........................ 0
  Grt total ovfl ........................ 0

[Synth]
  Share of synthesized area occupied by flip-flops and latches ........................ 62.9%
  Cell Area, Synth ........................ 0.00244 mm2
  Commonest cells in the netlist ........................ 33 x sky130_fd_sc_hd__dfxtp_1, 26 x sky130_fd_sc_hd__nor2_1, 24 x sky130_fd_sc_hd__dfrtp_1
  Count of different cell masters after synthesis ........................ 43
  Synthesis-stage register bit count ........................ 68
  Flip-flops with a built-in enable ........................ 0
  Yosys top cell by instances ........................ sky130_fd_sc_hd__dfxtp_1
  Synthesized instance count ........................ 195
  Post-synth ARST share ........................ 51.5%
  Main area contributors after synthesis ........................ sky130_fd_sc_hd__dfxtp_1 27%, sky130_fd_sc_hd__dfrtp_1 25%, sky130_fd_sc_hd__dfrtn_1 11%
  Dominant cell type by area after synthesis ........................ sky130_fd_sc_hd__dfxtp_1
  Synthesis area per yosys ........................ 0.00244 mm2
  Synthesis Warnings ........................ 2
  Area share of the largest cell type after synthesis ........................ 27.0%
  Count of instantiated cells in the yosys netlist ........................ 195
  Top flip-flop cell by instance count after synthesis ........................ sky130_fd_sc_hd__dfxtp_1
  Average size of a mapped cell ........................ 12.5 um2

[Critical path]
  Slowest stage cell on the critical path ........................ sky130_fd_sc_hd__dfxtp_1
  Worst setup slack for register-to-register paths ........................ 640 ps
  Kind of start point of the critical path ........................ flip-flop
  Start-to-end type of the worst setup path ........................ flip-flop to primary output
  R2R Path End ........................ master.tx_shift[3]
  Buffering stage count on the worst path with inverters included ........................ 1
  CP startpoint ........................ master.sclk
  CP max stage delay ........................ 640 ps
  Worst EP required ........................ 1920 ps
  Category of cells accounting for the largest share of critical-path delay ........................ flip-flops
  Nature of the critical path endpoint ........................ primary output
  Arr. time, crit path ........................ 1470 ps
  Depth of the most critical reg-to-reg path ........................ 4
  Critical Path Fanout Max ........................ 15
  Launch instance of the worst register-to-register path ........................ master.STATE[2]
  Cell breakdown of the critical path ........................ clkdlybuf4s50_1

[STA]
  Clock Skew ........................ 1.21 ps
  Setup repair after global routing missed its margin ........................ false
  Setup violators final ........................ 0
  Worst Hold Slack ........................ 475 ps
  Rel. slew slack ........................ 63.5%
  Register pins left without a clock ........................ 27
  Slack of the critical path ........................ 449 ps
  Endpoints left unconstrained ........................ 35
  Slew at the pin closest to its max-slew limit ........................ 545 ps
  Setup TNS ........................ 0 ps
  Number of hold violations in the final report ........................ 0
  Number of max-slew violations in the final report ........................ 0

[Pwr]
  Largest voltage drop on the vdd net ........................ 0.386 mV
  Leakage Power ........................ 1.30 nW
  Power per cell area ........................ 483 mW/mm2

[Place]
  Pre-CTS setup slack ........................ 285 ps
  # placed instances ........................ 310
  Number of buffer cells added on primary ports ........................ 39
  RePlAce Congestion ........................ 0.741
  Detailed placement HPWL ........................ 2930 um

[CTS]
  Setup repair bufs after CTS ........................ 0
  # hold bufs at CTS ........................ 0
  Resized cells post-CTS ........................ 0
  CTS tree ........................ built
  Clock input transition at the sequential cells of the worst setup and hold paths ........................ 60 ps

[Run]
  MaxCap Viol Count ........................ 0
  Number of warnings the tools reported ........................ 27

[Hold path]
  Worst Hold Launch ........................ master.tx_shift[0]
  Hold path endpoint ........................ master.tx_shift[0]
  Class of the tightest hold or removal check ........................ flip-flop to flip-flop
  Worst hold path cell count ........................ 2

----------------------------------------------------
[how the worst max path moves through the flow]
stage	depth (start not counted)	end	slack, ps
4_1_cts	1	sclk	390
5_1_grt	1	sclk	310
6_report	1	sclk	450
[sequential cells by signal, indices dropped and copies added, names as in the netlist]
register          cells
master.data_out       8
slave.outData         8
slave.rx_shift        8
slave.tx_latched      8
master.rx_shift       7
master.tx_shift       7
slave.tx_shift        7
master.bits_done      4
slave.bit_count       4
master.STATE          3
master.data_sent      1
master.mosi           1
master.sclk           1
master.ss_n           1
[logic make-up after synthesis]
logic type	Yosys count	share of synthesized area, %
compound gates	32	10.1
flops	68	62.9
xor+xnor	2	0.717
simple gates	54	12.7
fa+ha+maj	3	1.54
mux	22	9.32
buf+inv	14	2.71
[worst min-delay path, cell delays in order (launching register included)]
cell and delay [ps]:
sky130_fd_sc_hd__dfxtp_1 310, sky130_fd_sc_hd__nand2b_1 60, sky130_fd_sc_hd__a21oi_1 50
[layer usage]
| layer | track usage, % | share of wire (%) | vias up |
|---|---|---|---|
| li1 | - | - | 772 |
| met1 | 20.9 | 47 | 746 |
| met2 | 23.3 | 47 | 36 |
| met3 | 3.58 | 4.2 | 5 |
| met4 | 2.14 | 1.5 | 0 |
| met5 | 0 | 0 | - |
[report_power, final]
part           total (W)  switching [W]  leakage [nW]  internal, W
sequential      0.000758      0.0000253         0.722     0.000733
clock           0.000571       0.000235        0.0659     0.000336
combinational   0.000155      0.0000759         0.508    0.0000789
total            0.00148       0.000337          1.30      0.00115
[through the flow]
| stage | area [um2] | utilization, % | total power (W) |
|---|---|---|---|
| finish | 3070 | 51.9 | 0.00148 |
| global route | 3070 | 51.9 | 0.00156 |
| CTS | 3070 | 51.9 | 0.00150 |
| detailed placement | 2940 | 49.7 | 0.000931 |
| global placement | 2940 | 49.7 | 0.000928 |
| floorplan | 2440 | - | 0.000862 |
[cells in the final DEF, fill, tap and decap left out, types with 2 or more instances in the layout]
cell type                         Yosys  routed
sky130_fd_sc_hd__ha_1                 3       3
sky130_fd_sc_hd__nand2_1              4       4
sky130_fd_sc_hd__clkbuf_8             0       9
sky130_fd_sc_hd__nand2b_1             4       4
sky130_fd_sc_hd__nand3b_1             3       3
sky130_fd_sc_hd__clkdlybuf4s50_1      0      39
sky130_fd_sc_hd__inv_1                8       8
sky130_fd_sc_hd__a21oi_1              7       7
sky130_fd_sc_hd__dfrtp_1             24      24
sky130_fd_sc_hd__nor3_1               2       2
sky130_fd_sc_hd__mux2i_1             16      16
sky130_fd_sc_hd__dfrtn_1             11      11
sky130_fd_sc_hd__nor2_1              26      26
sky130_fd_sc_hd__o21ai_0              4       4
sky130_fd_sc_hd__mux2_2               6       6
sky130_fd_sc_hd__a211oi_2             4       4
sky130_fd_sc_hd__dfxtp_1             33      33
sky130_fd_sc_hd__a211oi_1             5       5
sky130_fd_sc_hd__nor2b_1              3       3
sky130_fd_sc_hd__a22o_1               5       5
sky130_fd_sc_hd__buf_4                1       7
[cell type report]
type                       count  share of cell area, %
clock buffer                  10                   4.15
tap                           75                   3.05
multi-input combinational    113                   27.4
sequential                    68                   50.0
inverter                       8                  0.978
timing repair buffer          46                   14.4
Power is estimated from default activity; no workload was simulated.
