## flow/run.sh

```bash
#!/bin/bash
# OpenROAD 26Q1-2900-gdf79404cd8, Yosys 0.63+post, stock flow scripts
make -C /OpenROAD-flow-scripts/flow DESIGN_CONFIG=/design/flow/config.mk WORK_HOME=/design/flow/orfs finish
```

## flow/config.mk

```make
export PLATFORM = sky130hd
export DESIGN_NAME = UART_RX
export DESIGN_NICKNAME = UART_RX
export VERILOG_FILES = /design/flow/design.v
export SDC_FILE = /design/flow/constraint.sdc
export NUM_CORES = 4
export LEC_CHECK = 1
export CORE_AREA = 10 10 93 93
export DIE_AREA = 0 0 103 103
```

## flow/constraint.sdc

```tcl
current_design UART_RX

set clk_period 3.4
set clk_io_pct 0.2

create_clock -name clk0 -period $clk_period [get_ports {clk}]

set non_clock_inputs [all_inputs -no_clocks]
set_input_delay [expr $clk_period * $clk_io_pct] -clock clk0 $non_clock_inputs
set_output_delay [expr $clk_period * $clk_io_pct] -clock clk0 [all_outputs]
```

## flow/design.v

```verilog
module UART_RX (clk, rst, rx, data, data_ready);
   parameter BITS = 8;
   parameter STOPBITS = 1;
   parameter PARITY = 0;
   localparam BITLEN = 16;
   localparam NUM_STATES = 5; 
   localparam STATE_WAIT = 1;
   localparam STATE_START = 2;
   localparam STATE_READING = 4;
   localparam STATE_PARITY = 8;
   localparam STATE_STOP = 16;
   input clk;
   input rx;
   input rst;
   output [BITS - 1:0] data;
   output reg 	       data_ready;
   reg [$clog2(BITS + 1) - 1:0] bitsread;
   reg [BITS - 1:0] 		outputbuffer;    
   reg [BITS - 1:0] 		readbuffer;
   reg [$clog2(BITLEN * STOPBITS + 1) - 1:0] counter;
   reg [NUM_STATES - 1:0] STATE;
   always @ (posedge clk) begin
      if (rst) begin
	 STATE <= STATE_WAIT;
	 counter <= 0;
	 outputbuffer <= 0;
	 bitsread <= 0;
	 readbuffer <= 0;
      end
      else begin
	 case (STATE)
	   STATE_WAIT: begin
	      if (!rx) begin
		 STATE <= STATE_START;
		 counter <= 0;
	      end
	   end
	   STATE_START: begin
	      data_ready <= 0;
	      counter <= counter + 1;
	      if (counter == BITLEN/2 - 2) begin
		 STATE <= STATE_READING;
		 counter <= 0;
	      end
	      else if (rx)  
		STATE <= STATE_WAIT;
	   end
	   STATE_READING: begin
	      counter <= counter + 1;
	      if (counter == BITLEN - 1) begin
		 readbuffer[BITS - 2:0]  <= readbuffer[BITS - 1:1];
		 readbuffer[BITS - 1] <= rx;
		 counter <= 0;
		 bitsread <= bitsread + 1;
		 if (bitsread == BITS - 1) begin
		    STATE <= (PARITY == 0)? STATE_STOP : STATE_PARITY;
		    counter <= 0;
		 end
	      end
	   end  
	   STATE_PARITY: begin
	      counter <= counter + 1;
	      if (counter == BITLEN - 1) begin
		 if (rx == ((PARITY == 1)? ~^readbuffer : ^readbuffer)) begin
		    STATE <= STATE_STOP;
		    counter <= 0;
		 end
		 else  
		   STATE <= STATE_WAIT;
	      end
	   end
	   STATE_STOP: begin
	      counter <= counter + 1;
	      if (counter == (BITLEN - 1) * STOPBITS) begin
		 STATE <= STATE_WAIT;
		 counter <= 0;
		 bitsread <= 0;
		 readbuffer <= 0;
		 if (rx) begin  
		    outputbuffer <= readbuffer;
		    data_ready <= 1;
		 end
	      end
	   end
	 endcase  
      end  
   end  
   assign data = outputbuffer;
endmodule  
```

==> CHANGELOG.md <==
## Flow update

* Comb area leader: simple AND/OR/NAND/NOR gates
* Distinct cells, synth at 36
* Reg-to-Reg End: data_ready
* WL per Instance at around 11 um
* Peak supply drop at approximately 0.19 mV
* Result of the run: completed
* Hold Startpoint: readbuffer[0]
* Most area-hungry cell type in the Yosys netlist: dfxtp_1
* Sequential area share after synthesis at about 46%
* GRT Total Usage at under 10%
* Post-CTS sizing at 0
* H-Tree Depth at 2
* # port buffers at 11
* CP Capture Type: flip-flop
* Total power at approximately 640 uW
* Commonest flop: dfxtp_1
* Number of global-route vias before repair at just under 900
* OpenROAD warning count at 26
* Largest net degree at the start of global routing at 20
* Cell area power density at 408 nW/um2
* Critical path class: reg -> reg
* CTS tree: built
* DRT Pass-1 Iters at 4
* Slew headroom at approximately half
* Clk buf depth at 2
* First DRT Iteration DRCs at about 120
* Ys async rst share at 0%
* Worst-Margin Slew at ~740 ps
* AND/OR/NAND/NOR Cells, Area Fraction at 23.5%
* Post-Synthesis Mean Instance Area at between 9 and 10 um2
* Latency at later pin at around 270 ps
* Global-route wire length before repair at a little over 4000 um
* Remaining DRCs at 0
* Data required, critical path at ~3400 ps
* Final setup TNS at 0 ps
* Diodes inserted at 0
* Mapped cell area at approximately 1300 um2
* RSZ-0062 raised after global routing: false
* Critical path arrival at between 2000 and 2500 ps
* Layout cells sized above 1 at 7.89%
* Synth top area cells: dfxtp_1, nand4b_1, mux2i_1
* Worst-path clk slew at ~60 ps
* Postcts setup bufs at 0
* CP Launch Point: counter[0]
* Via count at between 900 and 1000
* Yosys warnings at 1
* Yosys reg bits at 30
* Total grt overflow at 0
* FF-to-FF setup slack at around 1200 ps
* Worst-path fanout max at 13
* Leak pwr at between 0.5 and 0.6 nW
* Root buffer cell: clkbuf_8
* Tcrit/Tclk final at 66.0%
* Area fraction in compound gates at around 14%
* Core Region at between 6000 and 7000 um2
* # rows at 30
* CP startpoint kind: flip-flop
* Yosys adder share at under 10%
* Die H at between 100 and 150 um
* MUX area fraction at under 10%
* Final setup violation count at 0
* Via-to-Cell Ratio at between 4 and 5
* Fmax at around 450 MHz
* Pins Over Slew Limit at 0
* Top Ports at 12
* TritonCTS Sinks at 30
* Max Cap Violations at 0
* Final core utilization at a little under a quarter
* Top-area cell share at between 40% and 50%
* RePlAce Congestion at about 0.83
* Crit path time final at 2240 ps
* DRT antenna net count at 0
* Post-Synthesis Cells at ~140
* Yosys stat area at approximately 1300 um2
* Number of enable flip-flop cells at 1
* Final Hold Slack at 456 ps
* Post-cts hold buffer count at 0
* Post-DP HPWL at 1760 um
* Yosys Instances at 142
* Initial antenna violation count at 0
* Chip area at around 11000 um2
* Fp_density at 19.5%
* Crit path to: data_ready
* XOR/XNOR Area Share at 1.99%
* Final wirelength at 2470 um
* Reg2reg start: counter[0]
* Area delta synth->final at 19.3%
* HP Class: reg -> reg
* Worst-case reg-to-reg path depth at 4
* Clock Skew at between 2 and 3 ps
* Final hold vios at 0
* CTS buffer count at 5
* Die width at 103 um
## sequential cells by signal, summed over array words and instances (netlist names)
register / flops
data_ready: 1
outputbuffer: 8
STATE: 4
counter: 5
readbuffer: 8
bitsread: 4
## placed cells by master, fill, tap and decap left out, types with 2 or more instances in the layout
cell type | synthesis | final
dfxtp_1 | 29 | 29
a21oi_1 | 12 | 12
nor2_1 | 16 | 16
nand4b_1 | 10 | 10
nand2_1 | 15 | 15
and4b_1 | 2 | 2
ha_1 | 4 | 4
clkbuf_1 | 5 | 2
nor3_1 | 3 | 3
clkbuf_8 | 0 | 5
mux2i_1 | 8 | 8
clkdlybuf4s50_1 | 0 | 11
nand3_1 | 3 | 3
xor2_1 | 2 | 2
inv_1 | 4 | 4
nand2b_1 | 2 | 2
o21ai_1 | 3 | 3
## cells by family after synthesis
family | after synthesis
xor+xnor | 3
flops | 30
fa+ha+maj | 4
simple gates | 56
mux | 8
buf+inv | 13
compound gates | 28
## how the worst min path moves through the flow
stage / endpoint / slack, ps / depth (start not counted)
5_1_grt: readbuffer[0] / 480 / 2
6_report: readbuffer[0] / 460 / 2
4_1_cts: readbuffer[0] / 460 / 2
## power by group
part | internal [mW] | switching (mW)
combinational | 0.0103 | 0.0144
clock | 0.140 | 0.118
sequential | 0.356 | 0.00272
## per-stage QoR
step,instance area (um2),worst slack [ps],std cells
detailed placement,1500,1140,225
CTS,1580,1140,232
global route,1580,983,232
floorplan,1320,1840,142
global placement,1500,1150,225
finish,1580,1160,232
## layer usage
layer	track usage, %	vias to the layer above	part of all wire (%)
li1	-	521	-
met1	6.32	442	49
met2	7.17	14	43
met3	1.83	5	5.7
met4	0.856	0	1.9
met5	0	-	0
## cell usage after synthesis, types with 2 or more instances
| cell type | number |
|---|---|
| buf_2 | 4 |
| nand3_1 | 3 |
| nand2b_1 | 2 |
| nor2_1 | 16 |
| clkbuf_1 | 5 |
| o21ai_1 | 3 |
| ha_1 | 4 |
| nor3_1 | 3 |
| xor2_1 | 2 |
| mux2i_1 | 8 |
| inv_1 | 4 |
| a21oi_1 | 12 |
| nand4b_1 | 10 |
| dfxtp_1 | 29 |
| nand2_1 | 15 |
| and4b_1 | 2 |
## critical path: stages, from the launching register on
cell	delay, ps
dfxtp_1	410
ha_1	260
and4b_1	490
nand3_1	490
a21oi_1	290
## final cells by class
| class | instances | area, um2 |
|---|---|---|
| repair buffers | 12 | 118 |
| inverters | 4 | 15.0 |
| multi-input cells | 99 | 656 |
| fillers | 743 | 5180 |
| clock buffers | 7 | 76.3 |
| flip-flops and latches | 30 | 611 |
| well taps | 80 | 100 |
No activity file was given, so power comes from the tool's default toggle rates.
